**flow/design.v**
```verilog
module ir_sensor_if (
    input  wire clk,
    input  wire reset_n,
    input  wire ir_left_raw, 
    input  wire ir_right_raw,
    output reg  obstacle_left, 
    output reg  obstacle_right
);
    always @(posedge clk) begin
        obstacle_left  <= !ir_left_raw; 
        obstacle_right <= !ir_right_raw;
    end
endmodule
module motor_driver(
    input clk,                   
    input [1:0] cmd,             
    output reg left_IN1,         
    output reg left_IN2,         
    output reg right_IN3,        
    output reg right_IN4,        
    output wire motor_enable     
);
    pwm_generator speed_control (
        .clk(clk),
        .duty(8'd75),           
        .pwm_out(motor_enable) 
    );
    always @(posedge clk) begin
        case(cmd)
            2'b00: begin  
                left_IN1 <= 0; left_IN2 <= 0;
                right_IN3 <= 0; right_IN4 <= 0;
            end
            2'b01: begin  
                left_IN1 <= 1; left_IN2 <= 0;
                right_IN3 <= 1; right_IN4 <= 0;
            end
            2'b10: begin  
                left_IN1 <= 1; left_IN2 <= 0;
                right_IN3 <= 0; right_IN4 <= 1;
            end
            2'b11: begin  
                left_IN1 <= 0; left_IN2 <= 1;
                right_IN3 <= 1; right_IN4 <= 0;
            end
        endcase
    end
endmodule
module pwm_generator(
    input clk,              
    input [7:0] duty,       
    output reg pwm_out      
);
    parameter PERIOD = 50000; 
    integer counter = 0;
    always @(posedge clk) begin
        if (counter < PERIOD - 1) 
            counter <= counter + 1;
        else 
            counter <= 0;
        if (counter < (duty * 500)) 
            pwm_out <= 1;
        else 
            pwm_out <= 0;
    end
endmodule
module robot_fsm (
    input  wire clk,
    input  wire reset_n,
    input  wire obstacle_left,
    input  wire obstacle_right,
    output reg [1:0] cmd   
);
    localparam CMD_STOP    = 2'b00;
    localparam CMD_FORWARD = 2'b01;
    localparam CMD_RIGHT   = 2'b10;
    localparam CMD_LEFT    = 2'b11;
    reg [1:0] state, next_state;
    always @(posedge clk or negedge reset_n) begin
        if (!reset_n) state <= CMD_STOP;
        else          state <= next_state;
    end
    always @(*) begin
        case (state)
            CMD_STOP: begin
                 if (!obstacle_left && !obstacle_right) next_state = CMD_FORWARD;
                 else next_state = CMD_STOP;
            end
            CMD_FORWARD: begin
                if (obstacle_left && obstacle_right) next_state = CMD_STOP;
                else if (obstacle_left)              next_state = CMD_RIGHT;
                else if (obstacle_right)             next_state = CMD_LEFT;
                else                                 next_state = CMD_FORWARD;
            end
            CMD_LEFT: begin
                if (!obstacle_right) next_state = CMD_FORWARD;
                else                 next_state = CMD_LEFT;
            end
            CMD_RIGHT: begin
                if (!obstacle_left)  next_state = CMD_FORWARD;
                else                 next_state = CMD_RIGHT;
            end
            default: next_state = CMD_STOP;
        endcase
    end
    always @(*) begin
        cmd = state; 
    end
endmodule
module robot_top (
    input  wire clk,             
    input  wire reset_n,         
    input  wire ir_left_raw,     
    input  wire ir_right_raw,    
    output wire IN1,             
    output wire IN2,             
    output wire IN3,             
    output wire IN4,             
    output wire ENA,             
    output wire ENB              
);
    wire obstacle_left_wire;
    wire obstacle_right_wire;
    wire [1:0] command_wire;     
    wire speed_pwm;              
    ir_sensor_if u_sensors (
        .clk            (clk),
        .reset_n        (reset_n),
        .ir_left_raw    (ir_left_raw),
        .ir_right_raw   (ir_right_raw),
        .obstacle_left  (obstacle_left_wire),
        .obstacle_right (obstacle_right_wire)
    );
    robot_fsm u_brain (
        .clk            (clk),
        .reset_n        (reset_n),
        .obstacle_left  (obstacle_left_wire),
        .obstacle_right (obstacle_right_wire),
        .cmd            (command_wire)  
    );
    motor_driver u_legs (
        .clk          (clk),
        .cmd          (command_wire),   
        .left_IN1     (IN1),
        .left_IN2     (IN2),
        .right_IN3    (IN3),
        .right_IN4    (IN4),
        .motor_enable (speed_pwm)       
    );
    assign ENA = speed_pwm;
    assign ENB = speed_pwm;
endmodule
```
**flow/run.sh**
```bash
#!/bin/bash
# OpenROAD 26Q1-2900-gdf79404cd8, Yosys 0.63+post, stock flow scripts
make -C /OpenROAD-flow-scripts/flow DESIGN_CONFIG=/design/flow/config.mk WORK_HOME=/design/flow/orfs finish
```
**flow/config.mk**
```make
export PLATFORM = sky130hd
export DESIGN_NAME = robot_top
export DESIGN_NICKNAME = robot_top
export VERILOG_FILES = /design/flow/design.v
export SDC_FILE = /design/flow/constraint.sdc
export NUM_CORES = 4
export LEC_CHECK = 1
export CORE_UTILIZATION = 30
```
**flow/constraint.sdc**
```tcl
current_design robot_top

set clk_period 3.9
set clk_io_pct 0.2

create_clock -name clk0 -period $clk_period [get_ports {clk}]

set non_clock_inputs [all_inputs -no_clocks]
set_input_delay [expr $clk_period * $clk_io_pct] -clock clk0 $non_clock_inputs
set_output_delay [expr $clk_period * $clk_io_pct] -clock clk0 [all_outputs]
```
==> flow_summary.ini <==
; synthesis and place-and-route metrics
[outcome]
status = completed

[worst_setup_path]
crit_chain = ha_1, nand3_1, a211o_1, a31oi_4, nor2_1
worstSetupPathType = reg -> reg
r2r_cells = 5
critical_path.endpoint_type = flop
regToRegSetupSlack_ps = 1770
r2r-start = u_legs.speed_control.counter[0]$_SDFF_PN0_
worstPathRequired_ps = 4050
cp-start-kind = flop
setup.worst_path.end = u_legs.speed_control.counter[11]$_SDFF_PN0_
path_delay_family = AND-OR/OR-AND gates
arrival_ps = 2270
regToRegEndpoint = u_legs.speed_control.counter[11]$_SDFF_PN0_
cp.depth = 5
crit_fanout = 28
worst_path_max_delay_cell = a31oi_4
worstSetupStartpoint = u_legs.speed_control.counter[0]$_SDFF_PN0_
critPathBufInv = 0
slowest_delay_ps = 680

[cts]
cts_buffers = 5
cts.sinks = 43
htree_levels = 2
cts_tree = yes
path_clk_slew_ps = 80
post-cts-setup-buffer-count = 0
ctsHoldBuffers = 0
post_cts_resized = 0
clk_path_buf_depth = 2
insertion_delay_ps = 290
root_buffer = clkbuf_8

[timing]
rsz0062_at_grt = no
fmax_mhz = 470
fin_crit_ps = 2130
worst_slew_pin_slew_ps = 806
period_used_pct = 54.5
setup_viol = 0
slew_headroom_pct = 46.3
fin_setup_tns_ps = 0
setup_ws_ps = 1770
maxSlewViolCount = 0
hold_viol_final = 0
finalClockSkew_ps = 6.33

[global_route]
first_global_vias = 1560
grt-ovfl-total = 0
grt_usage_pct = 12.2
grt_max_degree = 29
antenna_found_initial = 0
grt_pass1_wl_mm = 7.11

[route]
vias = 1654
ant_nets = 0
wl_per_cell_um = 12.9
diodes = 0
via_per_inst = 5.37
drc = 0
dr.pass1.iters = 6
routed_wl_mm = 3.98
drtIter0Drc = 123

[cells_and_area]
areaGrowthSynthToFinish_pct = 11.6
fill_cells = 648
drive_above_1_share_pct = 8.23

[synthesis]
yosysCellCount = 227
synth.top_cells.by_count = dfxtp_1, nor2_1, a21oi_1
post-synth-top-area-cell = dfxtp_1
top_cells_by_area = dfxtp_1, a21oi_1, xor2_1, dfrtp_1, nor2_1
ys_warn_count = 4
ys_seq_share_pct = 42.8
edf_count = 0
async_flop_share_pct = 9.30
top_area_share_pct = 37.8
synth.distinct_cells = 52
yosys.stat.chipArea_um2 = 2060
netlist_area_um2 = 2060
synth-seq-cells = 43
synth_area_per_cell_um2 = 9.09
syn_inst = 227
ys.flop_type = dfxtp_1
yosysMostFrequentCell = dfxtp_1

[floorplan]
dieWidth_um = 84.9
rows = 29
die_h_um = 84.9
die_area_um2 = 7210
fp_util_pct = 31.8
ios = 10
core_um2 = 6490

[power]
p_sw_w = 0.000152
power.density_nw_per_um2 = 370
clockPowerShare_pct = 47.6
pwr-share-seq_pct = 51.8
power.internal_w = 0.000700
power_switching_share_pct = 17.8
ir_drop_mv = 0.175
p_leak_nw = 0.945
comb_power_share_pct = 0.5

[place]
dp_hpwl_mm = 2.76
pre_cts_slack_ps = 1760
gp_congestion = 0.817
io_buffers = 9

[job]
drv_cap = 0
tool_warnings = 25

[worst_hold_path]
hold_path_class = reg -> reg
==> power by group through the flow <==
stage | Sequential (W) | Combinational, W | Clock, W
CTS | 0.000442 | 0.00000476 | 0.000414
finish | 0.000442 | 0.00000468 | 0.000405
global route | 0.000442 | 0.00000533 | 0.000430
==> worst min path at each step <==
stage     depth (start not counted)                                        from                                    endpoint
6_report                          1  u_legs.speed_control.counter[0]$_SDFF_PN0_  u_legs.speed_control.counter[0]$_SDFF_PN0_
5_1_grt                           1  u_legs.speed_control.counter[0]$_SDFF_PN0_  u_legs.speed_control.counter[0]$_SDFF_PN0_
4_1_cts                           1  u_legs.speed_control.counter[0]$_SDFF_PN0_  u_legs.speed_control.counter[0]$_SDFF_PN0_
==> state kept, by name, indices dropped and copies added, names as in the netlist <==
signal                        cells
u_legs.speed_control.counter     32
u_brain.state                     4
u_legs.left_IN1                   1
u_legs.left_IN2                   1
u_legs.right_IN3                  1
u_legs.right_IN4                  1
u_legs.speed_control.pwm_out      1
u_sensors.obstacle_left           1
u_sensors.obstacle_right          1
==> layout make-up <==
cell class	instances	area, um2	share of cell area (%)
sequential	43	882	38.3
clock inverter	2	60.1	2.61
clock buffer	6	72.6	3.15
inverter	4	15.0	0.652
multi-input combinational	167	1090	47.2
tap	77	96.3	4.18
timing repair buffer	9	90.1	3.91
==> metrics by stage <==
step                      instances  cell area, um2  total power [W]  hold slack, ps  utilization [%]
after CTS                       308            2300         0.000860             450             35.4
after floorplan                 227            2060         0.000452             414                -
after global placement          300            2170         0.000456             423             33.4
after global routing            308            2300         0.000877             471             35.4
after detailed placement        300            2170         0.000457             432             33.4
final                           308            2300         0.000852             445             35.4
==> per-layer routing <==
layer | track usage (%) | part of all wire [%]
met2 | 19.5 | 44
met4 | 2.16 | 1.2
met1 | 18.2 | 53
met5 | 0 | 0
met3 | 1.78 | 2.2
==> cells by family after synthesis <==
logic type / share of synthesized area (%)
adder cells (fa/ha/maj): 0.606
XOR/XNOR: 4.67
flip-flops: 42.8
buffers and inverters: 4.61
AND-OR/OR-AND: 16.0
AND/OR/NAND/NOR: 31.4
==> placed cells by master, fill, tap and decap left out, types with 3 or more instances in the layout <==
cell type | Yosys | routed
dfxtp_1 | 39 | 39
nor2_1 | 20 | 20
a21oi_1 | 18 | 18
nand2_1 | 10 | 10
or3_1 | 10 | 10
nand4_1 | 10 | 10
o21ai_0 | 9 | 9
xor2_1 | 9 | 9
clkdlybuf4s50_1 | 0 | 9
nand3_1 | 8 | 8
o31ai_1 | 6 | 6
nor4_1 | 6 | 6
and4_1 | 6 | 6
nor3_1 | 5 | 5
and3_1 | 5 | 5
clkbuf_8 | 0 | 5
inv_1 | 4 | 4
or4_1 | 4 | 4
nor2b_1 | 3 | 3
dfrtp_1 | 3 | 3
Power is estimated from default activity; no workload was simulated.
